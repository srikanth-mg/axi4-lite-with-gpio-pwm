[flow/config.mk]
export PLATFORM = sky130hd
export DESIGN_NAME = axi_gpio_pwm
export DESIGN_NICKNAME = axi_gpio_pwm
export VERILOG_FILES = /design/flow/design.v
export SDC_FILE = /design/flow/constraint.sdc
export NUM_CORES = 4
export LEC_CHECK = 1
export CORE_UTILIZATION = 40
[flow/constraint.sdc]
current_design axi_gpio_pwm

set clk_period 8.2
set clk_io_pct 0.2

create_clock -name clk0 -period $clk_period [get_ports {ACLK}]

set non_clock_inputs [all_inputs -no_clocks]
set_input_delay [expr $clk_period * $clk_io_pct] -clock clk0 $non_clock_inputs
set_output_delay [expr $clk_period * $clk_io_pct] -clock clk0 [all_outputs]
[flow/design.v]
`timescale 1ns / 1ps
module axi4_slave #(
    parameter ADDR_WIDTH = 4,
    parameter DATA_WIDTH = 32
)(
    input  logic     ACLK,
    input  logic     ARESET_N,
    input  logic [ADDR_WIDTH-1:0]  AWADDR,
    input  logic                   AWVALID,
    output logic                   AWREADY,
    input  logic [DATA_WIDTH-1:0]       WDATA,
    input  logic [(DATA_WIDTH/8)-1:0]   WSTRB,  
    input  logic                        WVALID,
    output logic                        WREADY,
    output logic [1:0]      BRESP,
    output logic            BVALID,
    input  logic            BREADY,
    input  logic [ADDR_WIDTH-1:0]   ARADDR,
    input  logic                    ARVALID,
    output logic                    ARREADY,
    output logic [DATA_WIDTH-1:0]  RDATA,
    output logic [1:0]             RRESP,
    output logic                   RVALID,
    input  logic                   RREADY,
    output logic                     write_en,
    output logic [ADDR_WIDTH-1:0]    write_addr,
    output logic [DATA_WIDTH-1:0]    write_data,
    input  logic [DATA_WIDTH-1:0]    read_data
);
logic aw_handshake;   
logic w_handshake;    
logic b_handshake;    
logic ar_handshake;    
assign AWREADY = ARESET_N ? 1'b1 : 1'b0;
assign WREADY  = ARESET_N ? 1'b1 : 1'b0;
assign ARREADY = ARESET_N ? 1'b1 : 1'b0;
assign aw_handshake = AWVALID & AWREADY;
assign w_handshake  = WVALID  & WREADY;
assign ar_handshake = ARVALID & ARREADY;
always_ff @(posedge ACLK) begin
    if (!ARESET_N) begin
        write_en   <= 1'b0;
        write_addr <= '0;
        write_data <= '0;
    end else begin
        if (aw_handshake && w_handshake) begin
            write_en   <= 1'b1;
            write_addr <= AWADDR;
            write_data <= WDATA;
        end else begin
            write_en   <= 1'b0;
        end
    end
end
always_ff @(posedge ACLK) begin
    if (!ARESET_N) begin
        BVALID <= 1'b0;
        BRESP  <= 2'b00;   
    end else begin
        if (write_en) begin
            BVALID <= 1'b1;
            BRESP  <= 2'b00;
        end else if (BVALID && BREADY) begin
            BVALID <= 1'b0;
        end
    end
end
always_ff @(posedge ACLK) begin
    if (!ARESET_N) begin
        RVALID <= 1'b0;
        RDATA  <= '0;
        RRESP  <= 2'b00;
    end else begin
        if (ar_handshake) begin
            RDATA  <= read_data;
            RRESP  <= 2'b00;
            RVALID <= 1'b1;
        end else if (RVALID && RREADY) begin
            RVALID <= 1'b0;
        end
    end
end
endmodule
`timescale 1ns / 1ps
module gpio
(
input logic [8-1:0] gpio_out_reg,
output logic [8-1:0] gpio_out,
input logic [8-1:0] gpio_in,
output logic [8-1:0] gpio_in_sampled
);
assign gpio_out = gpio_out_reg;
assign gpio_in_sampled = gpio_in;
endmodule
module pwm
(
input logic clk,
input logic rst_n,
input logic [31:0] duty_cycle,
input logic [31:0] period,
output logic pwm_out
);
logic [31:0] counter; 
always_ff@(posedge clk)begin
if(!rst_n)begin
counter <= 0;
end else begin
if(counter >= period)
counter <= 0;
else 
counter <= counter + 1;
end
end
assign pwm_out = (counter < duty_cycle);
endmodule
`timescale 1ns / 1ps
module regfile
#(parameter ADDR_WIDTH = 4,
 parameter DATA_WIDTH = 32)
(
input logic clk,
input logic rst_n,
input logic write_en,
input logic [ADDR_WIDTH-1:0] write_addr,
input logic [DATA_WIDTH-1:0] write_data,
input logic [ADDR_WIDTH-1:0] read_addr,
output logic [DATA_WIDTH-1:0] read_data,
output logic [8-1:0] gpio_out,
input logic [8-1:0] gpio_in,
output logic [31:0] pwm_duty,
output logic [31:0] pwm_period
);
logic [31:0] reg_gpio_out;
logic [31:0] reg_pwm_ctrl;
logic [31:0] reg_pwm_period;
always_ff @(posedge clk) begin
    if (!rst_n) begin
        reg_gpio_out  <= 32'h0000_0000;
        reg_pwm_ctrl  <= 32'h0000_0000;
        reg_pwm_period <= 32'd1000;
    end else begin
        if (write_en) begin
            case (write_addr)
                4'h0:   reg_gpio_out   <= write_data;
                4'h8:   reg_pwm_ctrl   <= write_data;
                4'hC: reg_pwm_period <= write_data;
                default:   ;
            endcase
        end
    end
end
always_comb begin
    case (read_addr)
        4'h0:   read_data = reg_gpio_out;
        4'h4:    read_data = {24'h0, gpio_in};
        4'h8:   read_data = reg_pwm_ctrl;
        4'hC: read_data = reg_pwm_period;
        default:           read_data = 32'hDEAD_BEEF;
    endcase
end
assign gpio_out   = reg_gpio_out[8-1:0];
assign pwm_duty   = reg_pwm_ctrl;
assign pwm_period = reg_pwm_period;
endmodule
`timescale 1ns / 1ps
module axi_gpio_pwm #(
    parameter ADDR_WIDTH = 4,
    parameter DATA_WIDTH = 32
)(
    input  logic                         ACLK,
    input  logic                         ARESET_N,
    input  logic [ADDR_WIDTH-1:0]        AWADDR,
    input  logic                         AWVALID,
    output logic                         AWREADY,
    input  logic [DATA_WIDTH-1:0]        WDATA,
    input  logic [(DATA_WIDTH/8)-1:0]    WSTRB,
    input  logic                         WVALID,
    output logic                         WREADY,
    output logic [1:0]                   BRESP,
    output logic                         BVALID,
    input  logic                         BREADY,
    input  logic [ADDR_WIDTH-1:0]        ARADDR,
    input  logic                         ARVALID,
    output logic                         ARREADY,
    output logic [DATA_WIDTH-1:0]        RDATA,
    output logic [1:0]                   RRESP,
    output logic                         RVALID,
    input  logic                         RREADY,
    input  logic [8-1:0]       gpio_in,
    output logic [8-1:0]       gpio_out,
    output logic                         pwm_out
);
logic write_en;
logic [ADDR_WIDTH-1:0] write_addr;
logic [DATA_WIDTH-1:0] write_data;
logic [DATA_WIDTH-1:0] read_data;
logic [8-1:0] gpio_out_reg;
logic [8-1:0] gpio_in_sampled;
logic [31:0] pwm_duty;
logic [31:0] pwm_period;
axi4_slave #(
    .ADDR_WIDTH(ADDR_WIDTH),
    .DATA_WIDTH(DATA_WIDTH)
) A1 (
    .ACLK       (ACLK),
    .ARESET_N    (ARESET_N),
    .AWADDR     (AWADDR),
    .AWVALID    (AWVALID),
    .AWREADY    (AWREADY),
    .WDATA      (WDATA),
    .WSTRB      (WSTRB),
    .WVALID     (WVALID),
    .WREADY     (WREADY),
    .BRESP      (BRESP),
    .BVALID     (BVALID),
    .BREADY     (BREADY),
    .ARADDR     (ARADDR),
    .ARVALID    (ARVALID),
    .ARREADY    (ARREADY),
    .RDATA      (RDATA),
    .RRESP      (RRESP),
    .RVALID     (RVALID),
    .RREADY     (RREADY),
    .write_en   (write_en),
    .write_addr (write_addr),
    .write_data (write_data),
    .read_data  (read_data)
);
regfile REGFILE (
    .clk         (ACLK),
    .rst_n        (ARESET_N),
    .write_en    (write_en),
    .write_addr  (write_addr),
    .write_data  (write_data),
    .read_addr   (ARADDR),
    .read_data   (read_data),
    .gpio_out    (gpio_out_reg),
    .gpio_in     (gpio_in),
    .pwm_duty    (pwm_duty),
    .pwm_period  (pwm_period)
);
gpio GPIO (
    .gpio_out_reg   (gpio_out_reg),
    .gpio_out       (gpio_out),
    .gpio_in        (gpio_in),
    .gpio_in_sampled(gpio_in_sampled)
);
pwm PWM (
    .clk        (ACLK),
    .rst_n       (ARESET_N),
    .duty_cycle   (pwm_duty),
    .period     (pwm_period),
    .pwm_out    (pwm_out)
);
endmodule
[flow/run.sh]
#!/bin/bash
# OpenROAD 26Q1-2900-gdf79404cd8, Yosys 0.63+post, stock flow scripts
make -C /OpenROAD-flow-scripts/flow DESIGN_CONFIG=/design/flow/config.mk WORK_HOME=/design/flow/orfs finish
==> ci_impl_report.md <==
### Metrics collected by this job

| Metric | Value |
|---|---|
| Hold slack | `459 ps` |
| Avg WL per Cell | `16.4 um` |
| FFs w/ async S/R, synth | `0` |
| Worst-path clk slew | `80 ps` |
| Seq share, synth | `0.415` |
| Final TNS setup | `0 ps` |
| Total CTS buffers | `17` |
| Worst EP required | `6560 ps` |
| Htree depth | `4` |
| Measured slew at the worst slew-check pin | `678 ps` |
| Port Buffers | `100` |
| Grt ovf | `0` |
| CTS root buffer | `clkbuf_16` |
| Number of hold buffers added after CTS | `0` |
| Mapped Avg Cell Area | `8.17 um2` |
| Tcrit/Tclk final | `0.522` |
| Detailed Routing Iterations Pass 1 | `5` |
| Die Wd | `between 150 and 200 um` |
| Crit path arrival time | `2640 ps` |
| Max-slew violation count | `0` |
| ANT cells | `0` |
| Detailed-route wire length | `about 26000 um` |
| Fillcell total | `2294` |
| Fin crit period | `4280 ps` |
| Placer Congestion | `0.824` |
| Power per Cell Area | `between 150 and 200 nW/um2` |
| Setup crit end kind | `primary output` |
| Cell Type Count | `between 50 and 60` |
| CTS tree | `done` |
| Fp util | `0.408` |
| Tool warnings | `29` |
| Vias in the first global route | `7469` |
| Max-cap violation count | `0` |
| Core Region | `23500 um2` |
| Syn-to-layout area delta | `18.5%` |
| Final setup vio count | `0` |
| Cell Count, Final, Fillers Out | `roughly 1.6k` |
| Via density | `roughly 5.1` |
| Die area | `24600 um2` |
| Flop area | `3980 um2` |
| Cells after DPL | `between 1.5k and 2k` |
| Synth Flop Type | `dfxtp_1` |
| Hold/Removal Path Class | `reg2reg` |
| Total power | `roughly 2.0 mW` |
| Critical path type | `reg2out` |
| Critical path peak fanout | `3` |
| Postcts setup bufs | `0` |
| Status | `finished, final reports clean` |
| Number of synthesized register bits | `199` |
| Gr usage total | `0.221` |
| Cell count after synthesis | `1175` |
| Peak VDD IR | `0.124 mV` |
| Drc violations | `0` |
| Fraction of layout cells with a size suffix above 1 | `0.0548` |
| Clock sink count | `about 200` |
| Chip height | `157 um` |
| Achievable Freq | `0.234 GHz` |
| Initial antenna violation count | `0` |
| Via Count | `8000` |
| Hold Vio Cnt, Final | `0` |
| First-pass GRT wire length | `41100 um` |
| Leakage power | `4.04 nW` |
| Clk buf depth | `2` |
| Late-Pin Clk Latency | `440 ps` |
| Pin count of the biggest net entering global routing | `80` |
| RSZ-0062 raised after global routing | `false` |
| Cell Area, Synth | `9610 um2` |
| Detailed Route Iter0 Violations | `504` |
| Setup Skew | `11.3 ps` |
| Critical Path Source Type | `flip-flop` |
| Rows | `56` |
| CTS resizes | `0` |
| Ys Warns | `3` |
| IO Pins | `between 100 and 150` |
| Comb area | `4950 um2` |
| Slew headroom | `0.548` |
| Flip-flops with a built-in enable | `0` |
| Yosys cell count | `1175` |
| Yosys stat area | `around 9600 um2` |
| DPL Wire Length | `16800 um` |
| Antenna viol nets, final | `0` |
## layout by cell type, fill, tap and decap left out, types with 5 or more instances in the layout
master           count
a21boi_0            90
a21o_1              13
a21oi_1             68
a22o_1               8
a22oi_1             23
a31oi_1              5
and2_1              10
and3_1               6
and4_1               6
buf_4               18
clkbuf_16           17
clkdlybuf4s50_1     99
clkinv_8             7
dfxtp_1            199
ha_1                64
inv_1               81
nand2_1            279
nand3_1             11
nand4_1             15
nor2_1              10
nor3_1              38
nor4_1               6
o211ai_1             7
o21a_1               6
o21ai_0             68
o22ai_1              8
xnor2_1             26
## synth_stat cells, types with 3 or more instances
cell / number / share of area
a21boi_0: 90 / 0.070
a21o_1: 13 / 0.010
a21oi_1: 68 / 0.035
a221oi_1: 3 / 0.0027
a22o_1: 8 / 0.0073
a22oi_1: 23 / 0.018
a31oi_1: 5 / 0.0033
and2_1: 10 / 0.0065
and3_1: 7 / 0.0046
and4_1: 6 / 0.0055
buf_2: 9 / 0.0047
buf_4: 16 / 0.013
buf_6: 3 / 0.0035
clkbuf_1: 56 / 0.022
dfxtp_1: 199 / 0.41
ha_1: 64 / 0.083
inv_1: 81 / 0.032
nand2_1: 279 / 0.11
nand3_1: 11 / 0.0057
nand4_1: 15 / 0.0098
nor2_1: 12 / 0.0047
nor2b_1: 3 / 0.0020
nor3_1: 39 / 0.020
nor4_1: 6 / 0.0039
nor4b_2: 3 / 0.0047
o211ai_1: 7 / 0.0055
o21a_1: 6 / 0.0047
o21ai_0: 68 / 0.035
o22ai_1: 8 / 0.0052
xnor2_1: 26 / 0.024
xor2_1: 4 / 0.0036
## logic make-up after synthesis
| group | share of synthesized area |
|---|---|
| and+or+nand+nor | 0.190 |
| AOI/OAI and AO/OA | 0.210 |
| DFF | 0.415 |
| buffers and inverters | 0.0746 |
| adders and majority gates | 0.0834 |
| xor gates and xnor gates | 0.0274 |
| other | 0.000390 |
## stage by stage
step	setup slack [ps]	util	instance area [um2]
4_1_cts	3880	0.484	11400
3_5_place_dp	4010	0.457	10800
2_1_floorplan	4820	-	9620
6_report	3920	0.484	11400
5_1_grt	3700	0.484	11400
3_3_place_gp	4020	0.457	10800
## critical path, cell delays in order, from the launching register on
cell and delay, ps:
dfxtp_1 360, inv_1 70, ha_1 290, a21o_1 190, a21o_1 170, a221oi_1 230, o221ai_1 170, a21oi_1 220
clkdlybuf4s50_1 510
## routing by layer
metal	vias to the layer above	global-route usage	share of wire
met5	-	0	0
li1	4107	-	-
met3	9	0.0387	0.061
met2	209	0.305	0.40
met4	0	0.0149	0.0069
met1	3675	0.380	0.53
## state kept, by name, summed over array words and instances (netlist names), 4 cells and up
register,cells
A1.RDATA,32
PWM.counter,32
REGFILE.reg_pwm_period,32
REGFILE.reg_gpio_out,32
REGFILE.reg_pwm_ctrl,32
A1.write_addr,4
A1.write_data,32
## cell type report
type,count,area share
multi-input cells,813,0.435
repair buffers,117,0.0989
clock buffers,17,0.0374
well taps,319,0.0351
flip-flops and latches,199,0.350
clock inverters,15,0.0174
inverters,81,0.0267
## where the power goes
| part | leakage, nW | internal, mW | switching (mW) |
|---|---|---|---|
| clock network | 0.297 | 0.419 | 0.442 |
| logic | 2.13 | 0.0662 | 0.0571 |
| registers | 1.62 | 0.988 | 0.0230 |
| total | 4.04 | 1.47 | 0.522 |
## path summary, 6_finish.rpt
path / depth (start not counted) / end / startpoint / slack [ps]
hold reg to reg: 2 / A1.write_addr[0] / A1.write_addr[0] / 460
setup reg to reg: 8 / PWM.counter[19] / REGFILE.reg_pwm_period[11] / 5840
setup / recovery: 8 / pwm_out / REGFILE.reg_pwm_ctrl[21] / 3920
hold / removal: 2 / A1.write_addr[0] / A1.write_addr[0] / 460
Power is estimated from default activity; no workload was simulated.
